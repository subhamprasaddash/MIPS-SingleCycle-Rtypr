File: ./run.sh
#!/bin/bash
# OpenROAD 26Q1-2900-gdf79404cd8, Yosys 0.63+post, stock flow scripts
make -C /OpenROAD-flow-scripts/flow DESIGN_CONFIG=/design/flow/config.mk WORK_HOME=/design/flow/orfs finish
File: ./config.mk
export PLATFORM = sky130hd
export DESIGN_NAME = sign_extend
export DESIGN_NICKNAME = sign_extend
export VERILOG_FILES = /design/flow/design.v
export SDC_FILE = /design/flow/constraint.sdc
export NUM_CORES = 4
export LEC_CHECK = 1
export CORE_AREA = 10 10 70 70
export DIE_AREA = 0 0 80 80
File: ./constraint.sdc
current_design sign_extend

set clk_period 1.0
set clk_io_pct 0.2

create_clock -name clk0 -period $clk_period [get_ports {clk}]

set non_clock_inputs [all_inputs -no_clocks]
set_input_delay [expr $clk_period * $clk_io_pct] -clock clk0 $non_clock_inputs
set_output_delay [expr $clk_period * $clk_io_pct] -clock clk0 [all_outputs]
File: ./design.v
`timescale 1ns / 1ps
module sign_extend(
    input clk,
    input [15:0] extend_in,
    output reg [31:0] extend_out
    );
always @(posedge clk)
begin
extend_out[31:0]<={{16{extend_in[15]}},extend_in[15:0]};
end
endmodule
==> results.txt <==
flow finished, numbers: Remaining Overflow, GRT=0, CTS tree=yes, largest net degree at the start of global routing=9, Max-cap violations=0, post-synth area from yosys stat=440 µm², failing checks=setup timing, Pre-antenna DRT Iters=1, P_leak=0.000388 µW, via count of the first global-routing pass=402, Floorplan Utilization=12.9%, CP Max Fanout=6, Cells after Synth=32, drt total wl=1.40 mm, Worst VDD drop=567 µV, final setup fails=17, Hold EP=extend_out[4]$_DFF_P_, Die Height=80 µm, CP arrival=0.96 ns, die footprint=6400 µm², part of the cycle the worst path needs=116%, WP data required=0.80 ns, #MultiIn Comb=0, Clock Pin Slew Worst Setup and Hold Paths=0.08 ns, Filler cells=371, crit path kind=flip-flop to primary output, total CTS buffers=3, Clock Tree Buf Depth=2, Yosys Warn Count=1, type of origin of the critical path=flip-flop, CP Capture Type=primary output, Comb gate area=0 µm², gr usage total=3.93%, # rows=21, Setup TNS Final=-1.44 ns, Sink Count=16, Via density=2.96, fin crit period=1.16 ns, Die Wd=80 µm, slew margin rel.=93.8%, I/O pin cnt=49, Synth flops=16, Final Slew Violations=0, count of tool warnings=27, initial antenna violation count=0, Cells on Worst Hold Path=1, PD cells=1320 nW/µm², ys cells=32, Slew @ Worst Pin=0.0930 ns, Hold-fix buffers, CTS=0, biggest regs=extend_out: 16 flops, distinct lib cells=2, syn_area_per_cell=13.8 µm², unrepaired setup endpoints after global routing=yes, status=finished, violations left, CTS root buffer=clkbuf_4, placer congestion estimate=0.677, Worst Slack Setup Final=-0.163 ns, IO Port Bufs=48, placed cells=111, Reg with most FFs=extend_out, core area=3420 µm², register area share after synthesis=72.7%, worst min-delay path startpoint=extend_in[4], FMAX=0.860 GHz, Routed Antenna Nets=0, htree depth=1, DR vias=343, DR iter-0 viols=0, max FFs per register=16, drt drc=0, Antenna diodes=0, final tally of hold violations=0, WL per Instance=12.0 µm, share of cells above drive strength 1=62.9%, Post-Layout Cell Count=116, first-pass GRT wire length=2.06 mm, Mapped Area=440 µm², Area Growth Syn to Fin=100%, worst min path class=primary input to flip-flop
## cells in the final DEF (no fill, tap or decap)
master           instances
clkbuf_2                 9
dfxtp_2                 11
clkdlybuf4s15_1          6
clkbuf_4                 3
buf_2                    5
dfxtp_4                  1
buf_6                   14
dfxtp_1                  4
clkdlybuf4s50_1         16
buf_8                    1
## worst max-delay path, stage by stage, from the launching register on
cell	delay [ns]
dfxtp_4	0.35
buf_6	0.12
buf_8	0.12
buf_6	0.10
## stage by stage
step / hold WS (ns) / total power (µW) / worst slack, ns / instance area [µm²] / util, %
2_1_floorplan: 0.228 / 729 / 0.110 / 440 / -
5_1_grt: 0.335 / 1230 / -0.207 / 881 / 25.8
6_report: 0.357 / 1170 / -0.163 / 881 / 25.8
3_5_place_dp: 0.652 / 897 / -0.161 / 878 / 25.7
4_1_cts: 0.348 / 1210 / -0.278 / 935 / 27.4
3_3_place_gp: 0.658 / 895 / -0.135 / 878 / 25.7
## cell usage after synthesis
master | instances | area [µm²]
dfxtp_1 | 16 | 320
buf_4 | 16 | 120
## worst max path at each step
stage,slack [ns],from,cells past startpoint,end
global route,-0.21,extend_out[15]$_DFF_P_,3,extend_out[29]
CTS,-0.28,extend_out[15]$_DFF_P_,4,extend_out[24]
finish,-0.16,extend_out[15]$_DFF_P_,3,extend_out[31]
## repair_timing
| action | in CTS | in global routing |
|---|---|---|
| resized | 98 | 22 |
| endpoints found under the hold margin | 0 | 0 |
| cloned | 1 | 0 |
| endpoints found under the setup margin | 32 | 29 |
| setup buffers | 4 | 0 |
## routing by layer
metal	vias to the layer above	share of wire, %	routed length [µm]	global-route usage [%]
li1	156	-	-	-
met1	149	35	495	3.97
met4	0	0.50	7	0.704
met5	-	0	0	0
met2	36	44	619	6.50
met3	2	20	275	2.84
## report_power, final
| part | internal, µW | leakage (µW) | switching [µW] |
|---|---|---|---|
| sequential | 674 | 0.000135 | 10.7 |
| clock | 139 | 0.0000138 | 167 |
| combinational | 142 | 0.000239 | 33.1 |
| total | 955 | 0.000388 | 211 |
## logic make-up after synthesis
| logic type | count (synthesis) | synth area share [%] |
|---|---|---|
| buf+inv | 16 | 27.3 |
| flops | 16 | 72.7 |
## area by class of cell
class | instances | area (µm²) | area share [%]
clock buffer | 3 | 22.5 | 2.56
sequential | 16 | 338 | 38.4
tap | 46 | 57.6 | 6.53
timing repair buffer | 51 | 463 | 52.6
Power figures rest on the tool's default switching activity, not on a simulated workload.
