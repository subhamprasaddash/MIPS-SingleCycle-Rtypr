--- ./design.v ---
`timescale 1ns / 1ps
module alu(
    input [31:0] A,
    input [31:0] B,
    input [1:0] S,
    output reg [31:0] out,
    output reg  ZF
    );
parameter s0 =2'b00, s1= 2'b01, s2=2'b10, s3= 2'b11; 
always@(*)
begin
case(S)
	s0:
		out <= A & B;
	s1:
		out <= A | B;
	s2:
		out <= A + B;
	s3:begin
		if(A<B)
			out <= 1;
		else
			out <= 0;
		end
endcase
begin
	if (out == 0)
		ZF <= 1;
	else
		ZF <= 0;
end
end
endmodule
--- ./run.sh ---
#!/bin/bash
# OpenROAD 26Q1-2900-gdf79404cd8, Yosys 0.63+post, stock flow scripts
make -C /OpenROAD-flow-scripts/flow DESIGN_CONFIG=/design/flow/config.mk WORK_HOME=/design/flow/orfs finish
--- ./config.mk ---
export PLATFORM = sky130hd
export DESIGN_NAME = alu
export DESIGN_NICKNAME = alu
export VERILOG_FILES = /design/flow/design.v
export SDC_FILE = /design/flow/constraint.sdc
export NUM_CORES = 4
export LEC_CHECK = 1
export CORE_UTILIZATION = 30
--- ./constraint.sdc ---
current_design alu

set clk_period 17.7
set clk_io_pct 0.2

create_clock -name clk0 -period $clk_period

set non_clock_inputs [all_inputs -no_clocks]
set_input_delay [expr $clk_period * $clk_io_pct] -clock clk0 $non_clock_inputs
set_output_delay [expr $clk_period * $clk_io_pct] -clock clk0 [all_outputs]
==> run summary <==
impl run done, here's what came out: initial DRC count 385, total grt overflow 0, Final TNS setup 0 ns, antenna violations before repair 0, Netlist Area Pre-Place 4000 µm², max_slew headroom 43.3%, RSZ-0062 raised after global routing no, 1st-pass router iterations 5, first-pass GRT wire length 22900 µm, yosys stat chip area 4000 µm², final setup vio count 0, Yosys top cell area share 30.0%, dpl cells 855, clkbuf count 0, vias in the first global route 4329, Tcrit/Tclk final 64.4%, main area contributors ha_1, inv_1, a21oi_1, nor2_1, o21ai_0, Leak Pwr 2.29 nW, max-slew violations 0, element type at the critical path start primary input, post_cts resized 0, core area 12800 µm², top cells by count, synth ha_1, inv_1, nor2_1, a21oi_1, nand2_1, run status finished clean, VDD IR-drop max 0.0000119 V, wire per inst 16.5 µm, Vias 4658, Hold Path Class primary input to output port, Initial Utilization 31.2%, most numerous cell in the Yosys netlist ha_1, minimum clock period 11.39 ns, cell count after synthesis 613, total wire length 14100 µm, Final Total Pwr 0.154 mW, Worst-Margin Slew 0.839 ns, die area 13800 µm², worst slack, placed 6.32 ns, CP Capture Type output port, Post-CTS Hold Buffers 0, DRC violations left 0, Ant. Diodes 0, mean post-synth cell area 6.53 µm², Final Hold Viols 0, Worst Setup SP B[0], final estimated routing congestion in global placement 0.984, largest net degree at the start of global routing 55, max-cap violations 0, total track usage 20.5%, # IOs 99, antenna viol nets, final 0, count of tool warnings 96, Syn. warnings 1, Non-Filler Instances 855, hpwl dp 11500 µm, crit path DRT 14.16 ns, Flop area 0 µm², Hold Path Depth 5, FP Rows 41, port bufs 99, Die W 117 µm, DR vias/cell 5.45, highest net fanout along the worst path 3, area delta synth->final 27.7%, CP Data Arrival Time 7.85 ns, Power Density 30.1 nW/µm², Synth Seq Share 0%, flip-flops 0, number of setup buffers added after CTS 0, area leader, netlist ha_1, logic area 3580 µm², die y size 117 µm, count of cell types in the netlist 66, # Cells Yosys 613, Fmax 87.8 MHz, layout cells sized above 1 2.49%, Filler Cell Count 1354, Hold Crit Start B[1], min setup slack post-route 6.31 ns, critical path class primary input to output port
-- through the flow --
step / instance area [µm²] / hold WS [ns] / util (%)
6_report: 5110 / 8.33 / 39.8
5_1_grt: 5110 / 8.43 / 39.8
4_1_cts: 5110 / 8.33 / 39.8
3_5_place_dp: 5110 / 8.31 / 39.8
3_3_place_gp: 5110 / 8.33 / 39.8
2_1_floorplan: 4000 / 7.36 / -
-- power breakdown --
| part | total (mW) | internal [mW] | switching, mW | leakage, nW |
|---|---|---|---|---|
| clock | 0 | 0 | 0 | 0 |
| combinational | 0.154 | 0.0698 | 0.0840 | 2.29 |
| sequential | 0 | 0 | 0 | 0 |
-- routing by layer --
| layer | up-vias | global-route usage [%] | part of all wire, % |
|---|---|---|---|
| met4 | 0 | 3.21 | 1.7 |
| met2 | 182 | 32.7 | 44 |
| met3 | 14 | 1.28 | 6.2 |
| li1 | 2307 | - | - |
| met1 | 2155 | 30.9 | 49 |
| met5 | - | 0 | 0 |
-- final cells by class --
cell class	instances	share of cell area [%]
tap	172	4.21
timing repair buffer	103	20.0
multi-input combinational	502	70.1
inverter	78	5.73
-- critical path, stage by stage --
cell and delay (ns):
clkdlybuf4s50_1 0.51, ha_1 0.22, inv_1 0.07, fa_1 0.39
nand2b_1 0.20, a2111oi_1 0.56, nor2_1 0.14, a22oi_1 0.32
o221ai_1 0.20, or4_1 0.57, nor4_2 0.25, nand4_1 0.19
nor4_2 0.19, clkdlybuf4s50_1 0.50
-- layout by cell type (no fill, tap or decap), types with 3 or more instances in the layout --
cell and instances:
o22ai_1 15, or3_1 4, nor3_1 13, a22oi_1 4
nor2b_1 8, clkdlybuf4s50_1 99, a31oi_1 5, and3_1 7
nor4_1 10, ha_1 96, a221oi_1 4, a21oi_1 56
inv_1 76, or4_1 3, o211ai_1 6, a31o_2 4
o21ai_0 39, o221ai_1 3, xnor2_1 12, a21o_1 4
nand3_1 18, buf_4 4, nand2_1 45, nand4_1 10
o21ai_1 7, xor2_1 8, and2_1 4, o31ai_1 5
a211oi_1 6, o21a_1 3, nor2_1 60
-- logic make-up (layout without fill, tap and decap cells) --
group,count (synthesis),count (layout),share of synthesized area (%)
compound gates,188,188,29.8
xor+xnor,20,20,4.38
fa+ha+maj,97,97,30.5
buf+inv,111,181,10.5
mux,1,1,0.250
simple gates,196,196,24.5
-- path summary, 6_finish.rpt --
kind	end
worst max-delay path	ZF
worst min-delay path	out[1]
Power figures rest on the tool's default switching activity, not on a simulated workload.
