**flow/constraint.sdc**
```tcl
current_design shft

set clk_period 1.0
set clk_io_pct 0.2

create_clock -name clk0 -period $clk_period [get_ports {clk}]

set non_clock_inputs [all_inputs -no_clocks]
set_input_delay [expr $clk_period * $clk_io_pct] -clock clk0 $non_clock_inputs
set_output_delay [expr $clk_period * $clk_io_pct] -clock clk0 [all_outputs]
```
**flow/design.v**
```verilog
`timescale 1ns / 1ps
module shft(
    input clk,
    input [25:0] shft_in,
    output reg [27:0] shft_out
    );
	 always @(posedge clk)
	 begin
	 shft_out<={shft_in,2'b00} ;
    end
endmodule
```
**flow/run.sh**
```bash
#!/bin/bash
# OpenROAD 26Q1-2900-gdf79404cd8, Yosys 0.63+post, stock flow scripts
make -C /OpenROAD-flow-scripts/flow DESIGN_CONFIG=/design/flow/config.mk WORK_HOME=/design/flow/orfs finish
```
**flow/config.mk**
```make
export PLATFORM = sky130hd
export DESIGN_NAME = shft
export DESIGN_NICKNAME = shft
export VERILOG_FILES = /design/flow/design.v
export SDC_FILE = /design/flow/constraint.sdc
export NUM_CORES = 4
export LEC_CHECK = 1
export CORE_AREA = 10 10 83 83
export DIE_AREA = 0 0 93 93
```
==> impl_report.txt <==
RUN METRICS
----------------------------------------------------
[Clocking]
  Clock transition at the registers of the reported paths ........................ 0.09 ns
  TritonCTS clock tree ........................ yes
  H-tree depth ........................ 1
  TritonCTS Buffers ........................ 3
  Clock tree root driver cell ........................ clkbuf_8
  Number of buffers inserted to repair setup after CTS ........................ 0
  Post-cts hold-fix buffer tally ........................ 0
  Clock Tree Buf Depth ........................ 2
  TritonCTS Sinks ........................ 26

[Placement]
  Final estimated routing congestion in global placement ........................ 0.758
  Post-DP HPWL ........................ 1.52 mm
  Total of buffers placed on input and output ports ........................ 52

[STA]
  Max-slew violations ........................ 0
  Number of setup violations in the final report ........................ 0
  Post-layout period usage of the worst path ........................ 0.956
  Total negative slack for setup checks ........................ 0 ns
  Highest Clock Rate ........................ 1050 MHz
  Hold Vio Cnt, Final ........................ 0
  Min Clock Period, post-route ........................ 0.956 ns
  RSZ-0062 raised after global routing ........................ no

[Floorplanning]
  Height of the die ........................ 93 microns
  Number of top-level design ports ........................ 55
  X dimension of the die ........................ 93 microns
  Initial core utilization ........................ 0.105
  Num rows ........................ 26
  Die area ........................ 8650 sq um
  Core ar. ........................ 5140 sq um

[Yosys]
  Post-synthesis area per instance ........................ 18.6 sq um
  Yosys cell count ........................ 29
  Total standard cell area after synthesis ........................ 539 sq um
  Chip area line of the yosys report ........................ 539 sq um
  Count of unique library cells instantiated by Yosys ........................ 3
  Asr flop ratio synth ........................ 0
  Top cell type by instance count after synthesis ........................ dfxtp_1
  Proportion of synthesized chip area in sequential cells ........................ 0.965
  Area share of the leading cell type in the synthesized netlist ........................ 0.965
  Cell count after synthesis ........................ 29
  Most common reg cell ........................ dfxtp_1
  Synth Register Bits ........................ 26
  Number of warnings reported in the yosys synthesis log ........................ 1
  Largest cells by area after synthesis ........................ dfxtp_1, buf_4, conb_1
  Number of enable-type register cells in the synthesized netlist ........................ 0
  Most instantiated cells after synthesis ........................ dfxtp_1, buf_4, conb_1
  Most area-hungry cell type in the Yosys netlist ........................ dfxtp_1

[Worst setup path]
  Family of cells with the greatest summed delay on the critical path ........................ flip-flops
  Data arrival time at the worst-slack endpoint ........................ 0.76 ns
  Crit path capture type ........................ output pin
  Critical path's slowest cell ........................ dfxtp_2
  Crit-path max FO ........................ 1
  Endpoint required time on the critical path ........................ 0.80 ns
  Buffer and inverter count on the worst path ........................ 1
  Worst setup SP type ........................ flop
  Critical Path Max Stage Delay ........................ 0.33 ns
  Worst path cell trace ........................ clkdlybuf4s15_1
  Critical Setup Path Class ........................ flop to output pin

[Cells and area]
  Share of final-layout standard cells stronger than drive strength 1 ........................ 0.381
  Number of flip-flops in the largest register ........................ 26
  Layout area overhead ........................ 112%
  Largest regs ........................ shft_out (26)
  Most flop-heavy register ........................ shft_out
  Number of inserted filler cells in the final layout ........................ 582

[Run]
  OpenROAD warning count ........................ 25
  Max Cap Viol ........................ 0

[Route]
  Number of detailed-routing iterations run before antenna repair ........................ 2
  Vias per cell ........................ 2.53
  Drt initial violations ........................ 4
  Average wire length per cell after detail routing ........................ 11.6 microns
  DRC violation count after routing ........................ 0
  Detail Route Antenna Nets ........................ 0
  ANT cells ........................ 0
  Drt total wl ........................ 1.78 mm
  Vias after detailed routing ........................ 389

[Min path]
  Worst hold path startpoint ........................ shft_in[21]
  Hold path cells ........................ 1
  Hold Path Sink ........................ shft_out[23]
  Type of the worst min-delay path ........................ input port to flop

[GRT]
  Total global routing overflow ........................ 0
  Antenna violations before repair ........................ 0
  Total global-route track usage ........................ 0.0408
  First-pass GRT wire length ........................ 2.71 mm
  Pin count of the biggest net entering global routing ........................ 16
  Number of global-route vias before repair ........................ 474

[Pwr]
  Clock Power Share ........................ 0.406
  Part of the power in combinational logic ........................ 0.072
  Sequential power share ........................ 0.522
  Overall power after layout ........................ 2.12 mW
  Cell internal power dissipation ........................ 1.76 mW
  Switching fraction of total power ........................ 0.170
  Power density over cell area ........................ 1860 nW/um^2
  Static Leakage ........................ 0.475 nW
  Worst vdd rail ir drop ........................ 0.823 mV
  Power dissipated by switching net loads ........................ 362 uW

[Run status]
  Result of the run ........................ finished clean

----------------------------------------------------
-- cells by family (layout without fill, tap and decap cells) --
logic type,Yosys count,after routing,synth area share
other cells,1,2,0.00695
buf+inv,2,56,0.0278
flops,26,26,0.965
-- cell type report --
cell class,count,area (sq um),share of cell area
clock buffer,3,41.3,0.0361
sequential,26,536,0.469
multi-input combinational,2,7.51,0.00657
tap,70,87.6,0.0767
timing repair buffer,52,440,0.386
clock inverter,1,30.0,0.0263
-- worst max path at each step --
stage / startpoint / to / slack, ns / cells past startpoint
after CTS: shft_out[13] / shft_out[13] / 0.004 / 1
after global routing: shft_out[18] / shft_out[18] / 0.004 / 1
final: shft_out[8] / shft_out[8] / 0.04 / 1
-- cell usage in the layout, fill, tap and decap left out --
master,n
clkbuf_2,15
clkdlybuf4s15_1,10
clkbuf_8,3
clkdlybuf4s50_1,26
buf_2,1
dfxtp_2,12
conb_1,2
dfxtp_1,14
bufinv_16,1
-- power groups by stage --
stage	sequential (mW)	clock [mW]	combinational, mW
final	1.11	0.863	0.153
after global routing	1.11	0.944	0.170
after CTS	1.11	0.900	0.177
-- metrics by stage --
stage	setup slack, ns	std cells	hold slack, ns	utilization	cell area, sq um
after global routing	0.00380	154	0.342	0.222	1140
after detailed placement	0.0145	150	0.652	0.221	1140
after floorplan	0.538	30	0.228	-	543
after global placement	0.0126	150	0.652	0.221	1140
after CTS	0.00408	154	0.350	0.236	1210
final	0.0438	154	0.361	0.222	1140
-- timing repair --
action,CTS,global route
gates resized,56,25
endpoints found under the setup margin,26,17
pin swaps,0,0
endpoints found under the hold margin,0,0
-- layer usage --
metal | GRT usage | part of all wire | vias to the layer above
met5 | 0 | 0 | -
met4 | 0.00771 | 0.0056 | 0
met3 | 0.0363 | 0.20 | 2
met2 | 0.0631 | 0.43 | 34
met1 | 0.0407 | 0.37 | 162
li1 | - | - | 191
Power and IR drop assume default switching activity.
